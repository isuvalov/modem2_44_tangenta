==> flow/config.mk <==
export PLATFORM = sky130hd
export DESIGN_NAME = PLL_init
export DESIGN_NICKNAME = PLL_init
export VERILOG_FILES = /design/flow/design.v
export SDC_FILE = /design/flow/constraint.sdc
export NUM_CORES = 4
export LEC_CHECK = 1
export CORE_AREA = 10 10 107 107
export DIE_AREA = 0 0 117 117
==> flow/run.sh <==
#!/bin/bash
# OpenROAD 26Q1-2900-gdf79404cd8, Yosys 0.63+post, stock flow scripts
make -C /OpenROAD-flow-scripts/flow DESIGN_CONFIG=/design/flow/config.mk WORK_HOME=/design/flow/orfs finish
==> flow/constraint.sdc <==
current_design PLL_init

set clk_period 4.1
set clk_io_pct 0.2

create_clock -name clk0 -period $clk_period [get_ports {clk}]

set non_clock_inputs [all_inputs -no_clocks]
set_input_delay [expr $clk_period * $clk_io_pct] -clock clk0 $non_clock_inputs
set_output_delay [expr $clk_period * $clk_io_pct] -clock clk0 [all_outputs]
==> flow/design.v <==
module PLL_init    (input  clk,
                    input  syncRst,
                    output htrdData,
                    output htrdClk,
                    output txHtrdWr
                   ); 
  reg  [2:0] powerUpState;
  wire spiRdy;
  reg  wrStrb;
  reg  [17:0] timeOut;
  reg  [23:0] loadDat;
  wire [23:0] spiDat = {loadDat[7:0],loadDat[15:8],loadDat[23:16]}; 	 
  always@(posedge clk) begin 
       if (syncRst)
          begin 
          powerUpState<=0;
          wrStrb <= 1'b0;                                             
		    timeOut <= 18'd0;
          end
       else if (wrStrb) wrStrb <= 1'b0;
       else if (spiRdy) 
                case (powerUpState)
               3'h0: begin if (!timeOut[1]) timeOut <= timeOut+18'h1;  
                            else
								begin
								  powerUpState   <= powerUpState+3'h1;
                                loadDat[1:0]   <= 2'b01;   	 
                                loadDat[15:2]  <= 14'h2;		 
										  loadDat[17:16] <= 2'b00;		 
                                loadDat[18]    <= 1'b0;  	 
                                loadDat[19]    <= 1'b0;   	 
                                loadDat[21:20] <= 2'b11;		 
                                loadDat[23:22] <= 2'b00;		 
                          wrStrb <= 1'b1; timeOut <= 18'd0;
								end
                     end        
					3'h1: begin if (!timeOut[1]) timeOut <= timeOut+18'h1;  
                            else
								begin
								  powerUpState   <= powerUpState+3'h1;
										  loadDat[1:0]   <= 2'b00;   	 
										  loadDat[3:2]   <= 2'b01;     
										  loadDat[4]     <= 1'b0; 		 
										  loadDat[7:5]	  <= 3'b001;	 
										  loadDat[8]	  <= 1'b1;		 
										  loadDat[9]     <= 1'b0;		 
										  loadDat[10]    <= 1'b0;		 
										  loadDat[11]    <= 1'b0;		 
										  loadDat[13:12] <= 2'b11;		 
										  loadDat[16:14] <= 3'b000;	 
										  loadDat[19:17] <= 3'b000;    
										  loadDat[21:20] <= 2'b00;		 
										  loadDat[23:22] <= 2'b01;		 
								  wrStrb <= 1'b1;	timeOut <= 18'd0;
								end													
							end
					3'h2: begin if (!timeOut[1]) timeOut <= timeOut+18'h1;  
                            else
								begin
								powerUpState   <= powerUpState+3'h1;
								        loadDat[1:0]   <= 2'b10;   	 
										  loadDat[6:2]   <= 5'h0;		 
										  loadDat[7]     <= 1'b0;		 
										  loadDat[20:8]  <= 13'h14;	 
										  loadDat[21]    <= 1'b0;		 
										  loadDat[22]    <= 1'b0;		 
										  loadDat[23]    <= 1'b0;		 
                          wrStrb <= 1'b1; timeOut <= 18'd0;          
								end
                     end
					3'h3: begin if (!timeOut[1]) timeOut <= timeOut+18'h1;  
                            else
								begin
								  powerUpState   <= powerUpState+3'h1;
                                loadDat[1:0]   <= 2'b10;   	 
										  loadDat[6:2]   <= 5'h0;		 
										  loadDat[7]     <= 1'b0;		 
										  loadDat[20:8]  <= 13'h14;	 
										  loadDat[21]    <= 1'b0;		 
										  loadDat[22]    <= 1'b0;		 
										  loadDat[23]    <= 1'b0;		 
                          wrStrb <= 1'b1; timeOut <= 18'd0;  
								end                                               
							end
					default:;  
                    endcase
       end
 assign txHtrdWr = !(powerUpState==3'h1 || 
                     powerUpState==3'h2 ||
                     powerUpState==3'h3 ||
                     powerUpState==3'h4)|| spiRdy;
  SPImaster iSPImaster (.syncRst(syncRst),
                        .clk(clk),
                        .wrEn(wrStrb),
                        .data(spiDat),
                        .datBack(),
                        .MOSI(htrdData),
                        .MISO(1'b0),
                        .SCK(htrdClk),  
                        .spiRdy(spiRdy)
                       );
endmodule 
module SPImaster (clk,syncRst,wrEn,
                  data,datBack,
                  spiRdy, 
                  MOSI,MISO,SCK
                 ); 
  parameter DAT_WIDTH = 3;  
  parameter LOG_WIDTH = 2;  
   input         clk;            
   input         syncRst;			     
   input      [DAT_WIDTH*8-1:0] data;               
   output reg [DAT_WIDTH*8-1:0] datBack;            
   input         wrEn;		         
   output        MOSI;			        
   input         MISO;			        
   output        SCK;			         
   output  reg   spiRdy;         
   parameter SCK_DIV = 1; 
   reg  [LOG_WIDTH:0]  byteCnt;            
   reg  [7:0]  SPI_buf [DAT_WIDTH-1:0];    
   reg 	[SCK_DIV:0] clkDivider;   
   reg  [2:0]  SCK_cnt;           
   reg  [7:0]  rxShiftRg;         
   wire [7:0]  txShiftRg;         
   wire rxEn = (clkDivider == {1'b0,{SCK_DIV{1'b1}}});
   wire txEn = (clkDivider == {1'b1,{SCK_DIV{1'b1}}});
   always @(posedge clk)
      if (syncRst) clkDivider <= 0;
      else if (!spiRdy && (!byteCnt[LOG_WIDTH] || !rxEn)) clkDivider <= clkDivider+{{SCK_DIV{1'b0}},1'b1};
           else clkDivider <= 0;
   assign SCK = clkDivider[SCK_DIV];
   always @(posedge clk)
      if (syncRst) SCK_cnt <= 3'h0;
      else if (txEn) SCK_cnt <= SCK_cnt+3'h1; 
   assign txShiftRg = SPI_buf[0];
   integer i;
   always @(posedge clk)
     if (syncRst) begin byteCnt <= {(LOG_WIDTH+1){1'b1}};      
                        spiRdy <= 1'b1;
                  end
     else begin 
            if (txEn) begin if (SCK_cnt==3'h7) begin for (i=0; i<(DAT_WIDTH-1); i=i+1) SPI_buf[i] <= SPI_buf[i+1];
	                                                    SPI_buf[DAT_WIDTH-1] <= rxShiftRg;
	                                                    byteCnt <= byteCnt-{{LOG_WIDTH{1'b0}},1'b1};
                                                end
                             else SPI_buf[0] <= {txShiftRg[6:0],txShiftRg[0]};
                       end
            if (wrEn) begin for (i=0; i<DAT_WIDTH; i=i+1) SPI_buf[i] <= data[i*8 +: 8];  
   	                        byteCnt <= DAT_WIDTH-1;  
   	                        spiRdy <= 1'b0;
                      end
            else if (byteCnt[LOG_WIDTH] && rxEn) spiRdy <= 1'b1;
   	      end
   always @(posedge clk)
      if (syncRst) rxShiftRg <= 8'h0;
      else if (rxEn) rxShiftRg <= {rxShiftRg[6:0],MISO};
   assign MOSI = txShiftRg[7];
   always @* for (i=0; i<DAT_WIDTH; i=i+1) datBack[i*8 +: 8] = SPI_buf[i];   
endmodule 
==> metrics.yaml <==
global_routing:
  grt_pass1_wl_um: 4790
  grt.overflow.total: 0
  grt_pass1_vias: 1010
  grt_max_degree: 23
  antenna_found_initial: 0
  grt.total_usage_pct: 4.28
status:
  run_status: "complete, no violations"
detailed_routing:
  routedWlPerCell_um: 9.77
  num_antenna_cells: 0
  vias: 1052
  first_pass_iters: 4
  drt-initial-drc-count: 58
  vias_per_cell: 3.90
  drc: 0
  final_antenna_net_count: 0
  wl_um: 2640
final_layout:
  layout_top_cells: "edfxtp_1 (25), nor2_1 (19), dfxtp_1 (15)"
  finalCoreUtilization_pct: 22.4
  syn2layout_area_growth_pct: 14.0
  layout_top_cell: "edfxtp_1"
  drive_gt1_share_pct: 9.43
  fillers: 965
synthesis:
  yosys_cells: 153
  avgSynthCellArea_um2: 11.8
  synth_cell_type_count: 34
  yosys-stat-area_um2: 1810
  ys_ff: 40
  yosys_warnings: 3
  synth_area_um2: 1810
  synth_seq_share_pct: 58.1
  syn_inst: 153
setup_path:
  crit_path_max_incr_delay_ns: 0.46
  crit_cells: 6
  worst_setup_path_start_kind: "flip-flop"
  r2r_slack_ns: 1.95
  crit_arrival_ns: 2.11
  crit_required_ns: 3.28
  reg2regPathDepth: 4
  crit_end: "txHtrdWr"
  endpoint_kind: "primary output"
  cp_max_fo: 5
  critPathKind: "reg2out"
  crit_family: "buffers and inverters"
  rr_startpoint: "iSPImaster.SCK_cnt[0]$_SDFFE_PP0P_"
  cp.buffers_inverters: 2
  startpoint: "powerUpState[0]$_SDFFE_PP0P_"
  cp_slowest_cell: "clkdlybuf4s50_1"
  path_cells: "inv_1 -> ha_1 -> or2_1 -> a21oi_1 -> a21o_1 -> clkdlybuf4s50_1"
  r2r_end: "iSPImaster.SPI_buf[2][3]$_SDFFCE_PN0P_"
power:
  p_comb_share_pct: 22.0
  p_int_mw: 0.752
  seqPwrFrac_pct: 51.0
  p_clk_share_pct: 27.0
  power_mw: 1.03
  ir_drop_v: 0.000211
  p_switching_mw: 0.278
  power_density_nw_per_um2: 500
  p_sw_share_pct: 27.0
  p_leak_nw: 0.777
timing:
  clock.fmax_mhz: 342
  rsz0062_at_grt: "no"
  worstMarginPinSlew_ns: 0.841
  tns_ns: 0
  final.min_clock_period_ns: 2.93
  hold_violations: 0
  finalCritPeriodShare_pct: 71.4
  setup_violations: 0
  maxSlewViolCount: 0
  worst_slew_margin_rel_pct: 43.7
  skew_ns: 0.00947
die:
  die_y_um: 117
  fp-utilization_pct: 19.7
  die_w_um: 117
  rows: 35
  fp.coreArea_um2: 9200
  io-pin-count: 5
  dieArea_um2: 13700
clocking:
  post_cts_buffers: 0
  cts.clk_slew.worst_paths_ns: 0.07
  cts_tree: "done"
  cts_root_buf: "clkbuf_8"
  clockBufferDepth: 2
  cts_made_buffers: 5
  cts.sinks: 40
  clock_latency_ns: 0.29
  htree_levels: 2
  cts_hold_buffers: 0
  cts.repair.resized: 0
placement:
  dp_hpwl_um: 1770
  io_buffers: 4
  gp_congestion: 0.766
job:
  openroad.warnings: 29
  max_cap_violations: 0
hold_path:
  hp-class: "reg2reg"
[power groups by stage]
| stage | logic (mW) | registers (mW) | clock network, mW |
|---|---|---|---|
| 4_1_cts | 0.228 | 0.525 | 0.289 |
| 5_1_grt | 0.262 | 0.532 | 0.309 |
| 6_report | 0.227 | 0.525 | 0.278 |
[kinds of logic (layout without fill, tap and decap cells)]
| logic type | after synthesis | count (layout) | synth area share, % |
|---|---|---|---|
| and+or+nand+nor | 56 | 56 | 16.7 |
| DFF | 40 | 40 | 58.1 |
| AOI/OAI and AO/OA | 21 | 21 | 8.03 |
| buffers and inverters | 14 | 20 | 3.32 |
| adders and majority gates | 10 | 10 | 6.92 |
| muxes | 9 | 9 | 5.40 |
| xor gates and xnor gates | 3 | 3 | 1.45 |
[flip-flops by register name, indices dropped and copies added (netlist names)]
register / cells
wrStrb: 1
iSPImaster.data: 7
powerUpState: 3
iSPImaster.spiRdy: 1
iSPImaster.SPI_buf: 18
iSPImaster.byteCnt: 3
timeOut: 2
iSPImaster.clkDivider: 2
iSPImaster.SCK_cnt: 3
[per-layer routing]
metal	vias up	track usage, %	wire length (um)
li1	541	-	-
met2	20	6.11	1120
met3	5	1.39	149
met5	-	0	0
met4	0	0.906	37
met1	486	6.26	1330
[final cells by class]
cell class | count | area (um2) | area share (%)
clock buffer | 8 | 100 | 4.86
inverter | 7 | 26.3 | 1.28
multi-input combinational | 99 | 697 | 33.8
sequential | 40 | 1050 | 51.0
tap | 111 | 139 | 6.74
timing repair buffer | 5 | 47.5 | 2.31
[per-stage QoR]
stage | setup WS, ns | hold slack, ns | instance area (um2) | instances
after global routing | 0.997 | 0.476 | 2060 | 270
after global placement | 1.28 | 0.428 | 1960 | 262
final | 1.17 | 0.468 | 2060 | 270
after floorplan | 2.06 | 0.420 | 1810 | 153
after CTS | 1.14 | 0.457 | 2060 | 270
after detailed placement | 1.19 | 0.446 | 1960 | 262
[synthesized netlist by cell type (all sizes together)]
cell type   n  area share, %
edfxtp     25             42
nor2       19            3.9
dfxtp      15             17
nor2b      13            4.5
ha         10            6.9
a21oi       7            1.9
inv         7            1.5
and2        6            2.1
clkbuf      6            1.2
mux2i       6            3.3
nand2b      5            1.7
a21o        4            1.7
nand2       4           0.83
a211oi      3            1.5
mux2        3            2.1
o21bai      3            1.2
nand4       2           0.69
o31ai       2           0.83
or2         2           0.69
xnor2       2           0.97
a31oi       1           0.35
and2b       1           0.42
and4        1           0.62
buf         1           0.62
nand3       1           0.28
nor4        1           0.35
o211ai      1           0.42
or4         1           0.62
xor2        1           0.48
[worst min path at each step]
stage                                               start                                  end  slack, ns  cells past startpoint
final                 iSPImaster.clkDivider[0]$_SDFF_PP0_  iSPImaster.clkDivider[0]$_SDFF_PP0_       0.47                      1
after CTS             iSPImaster.clkDivider[0]$_SDFF_PP0_  iSPImaster.clkDivider[0]$_SDFF_PP0_       0.46                      1
after global routing  iSPImaster.clkDivider[0]$_SDFF_PP0_  iSPImaster.clkDivider[0]$_SDFF_PP0_       0.48                      1
Power and IR drop assume default switching activity.
